==> design/flow/design.v <==
module BRegistradores(
    input clock,                   
    input reg_escrita,              
    input [4:0] endereco_regd,      
    input [4:0] endereco_reg1,      
    input [4:0] endereco_reg2,      
    input [31:0] dado_escrita,      
    output reg [31:0] valor_reg1,   
    output reg [31:0] valor_reg2    
);
    reg [31:0] registradores[0:31];  
    always @(posedge clock) begin
        if (reg_escrita && endereco_regd != 0) begin  
            registradores[endereco_regd] = dado_escrita;
        end
    end
    always @(endereco_reg1, registradores[endereco_reg1]) begin
        valor_reg1 = registradores[endereco_reg1];
    end 
    always @(endereco_reg2, registradores[endereco_reg2]) begin
        valor_reg2 = registradores[endereco_reg2];
    end 
endmodule
==> design/flow/run.sh <==
#!/bin/bash
# OpenROAD 26Q1-2900-gdf79404cd8, Yosys 0.63+post, stock flow scripts
make -C /OpenROAD-flow-scripts/flow DESIGN_CONFIG=/design/flow/config.mk WORK_HOME=/design/flow/orfs finish
==> design/flow/config.mk <==
export PLATFORM = sky130hd
export DESIGN_NAME = BRegistradores
export DESIGN_NICKNAME = BRegistradores
export VERILOG_FILES = /design/flow/design.v
export SDC_FILE = /design/flow/constraint.sdc
export NUM_CORES = 4
export LEC_CHECK = 1
export CORE_UTILIZATION = 50
==> design/flow/constraint.sdc <==
current_design BRegistradores

set clk_period 7.5
set clk_io_pct 0.2

create_clock -name clk0 -period $clk_period [get_ports {clock}]

set non_clock_inputs [all_inputs -no_clocks]
set_input_delay [expr $clk_period * $clk_io_pct] -clock clk0 $non_clock_inputs
set_output_delay [expr $clk_period * $clk_io_pct] -clock clk0 [all_outputs]
==> reports/qor.txt <==
Status -> finished, final reports clean
Pwr Density -> 231 nW/um^2
Cell leakage power -> 20.4 nW
TritonCTS sink count -> 1024
Hold Fails Final Rpt -> 0
Final worst slack -> 1.32 ns
Hold_buf cts -> 0
RSZ-0062 raised after global routing -> no
Resize count post-CTS -> 0
Syn Inst Count -> 3386
Critical path peak fanout -> 34
Routability congestion estimate from global placement -> 0.879
Synthesis-to-layout area growth -> 13.0%
Worst setup SP type -> input port
Tightest Pin Transition -> 0.988 ns
Largest net degree at the start of global routing -> 86
Longest Clk Path Bufs -> 3
Residual DRC count -> 0
Share of layout cells above drive strength 1 -> 9.21%
CTS tree -> built
First-pass GRT wire length -> 219 mm
Final WL -> 154 mm
Synth Seq Share -> 63.1%
Core area -> 96700 um^2
VDD IR max -> 0.166 mV
Yosys stat cell total -> 3386
# rows -> 114
Distinct cells, synth -> 24
Max Slew Vio Count -> 0
Avg Inst Size Synth -> 14.4 um^2
Worst min path class -> in2reg
Most frequent cells in the layout -> mux2i_1, edfxtp_1, nand3_1
Place WS -> 1.37 ns
Iter 0 DRT Violations -> 2243
Synth area leader -> edfxtp_1
Vias in the first global route -> 32600
I/O pin count -> 113
Synth area leaders -> edfxtp_1, mux2i_1, a22oi_1
CP max stage delay -> 0.63 ns
Crit-path cells -> clkdlybuf4s50_1 > nor2b_4 > buf_4 > a22o_1 > nor3_1 > a31oi_1 > nand3_1 > clkdlybuf4s50_1
Number of vias per cell -> 6.41
CTS Buf Count -> 109
WS Path Type -> in2out
CP max stage cell -> nor2b_4
Mapped Area -> 48800 um^2
Slew headroom -> 34.0%
Detail Route Antenna Nets -> 0
Clk slew on worst S/H paths -> 0.06 ns
Fmax -> 0.162 GHz
Final Cycle Share -> 82.5%
Setup_tns -> 0 ns
Initial Util -> 50.4%
Max reg flops -> 1024
Synthesis Warnings -> 1
Total GRT Usage -> 34.2%
Chip area -> 98800 um^2
Post-synthesis register bit count -> 1024
Die X -> 314 um
Max-area cell share -> 63.1%
Die Y -> 314 um
Setup Buffers After CTS -> 0
Number of H-tree levels -> 3
Arr. time, crit path -> 4.68 ns
CP Capture Type -> output pin
Total gr overflow -> 0
Tmin final -> 6.18 ns
Hpwl dp -> 84.7 mm
Tool warnings -> 26
CTS Root Cell -> clkbuf_16
Pre-antenna DRT Iters -> 6
Req. time, crit path -> 6.00 ns
Initial antenna violation count -> 2
Chip area line of the yosys report -> 48800 um^2
Final core utilization -> 57.0%
Count of max-cap constraint violations -> 0
I/O Buffers -> 112
Final setup violation count -> 0
Cell mode on critical path -> clkdlybuf4s50_1
Vias -> 31400
Routed wire length per instance -> 31.4 um
worst paths after layout:
check                 slack, ns        startpoint                         endpoint  cells after the start
worst max-delay path       1.32  endereco_reg2[2]                   valor_reg2[19]                      8
worst min-delay path       1.64  dado_escrita[27]  registradores[30][27]$_DFFE_PP_                      2
synthesized netlist by cell type (all sizes together):
cell and count:
or2 2, nor3 64, nand2b 4, clkbuf 86, nand3b 5, nand3 194, a21oi 192, conb 1
a22o 128, a31oi 64, nor2 34, or3b 3, and2 2, nand2 195, mux2i 1024, nor2b 4
edfxtp 1024, a22oi 192, buf 167, or3 1
stage by stage:
| stage | total power, mW | hold slack (ns) | instance area (um^2) | cells |
|---|---|---|---|---|
| floorplan | 7.20 | 1.60 | 48900 | 3417 |
| global placement | 7.72 | 2.33 | 51800 | 4692 |
| detailed placement | 7.73 | 2.33 | 51800 | 4692 |
| CTS | 12.8 | 1.61 | 55100 | 4892 |
| global route | 13.1 | 1.64 | 55100 | 4892 |
| finish | 12.7 | 1.64 | 55100 | 4893 |
routing by layer:
layer  track usage (%)  routed length (um)
met5              1.45                 163
met4              10.6                6230
met3              23.3               25400
met2              48.3               69300
met1              44.4               52500
critical path: cells and delay by family:
| kind | cells | cell delay, ns |
|---|---|---|
| AOI/OAI and AO/OA | 2 | 0.49 |
| buffers and inverters | 3 | 1.71 |
| and+or+nand+nor | 3 | 0.93 |
cell families (layout without fill, tap and decap cells):
kind of cell	count (synthesis)	in the layout	share of synthesized area (%)
mux	1024	1024	21.0
buf+inv	253	452	3.15
other cells	1	33	0.00769
flops	1024	1024	63.1
simple gates	508	508	4.71
compound gates	576	576	8.05
final cells by class:
| type | instances | area [um^2] |
|---|---|---|
| sequential | 1024 | 30700 |
| clock buffer | 143 | 2920 |
| tap | 1276 | 1600 |
| multi-input combinational | 2140 | 16900 |
| fill | 7281 | 41600 |
| clock inverter | 57 | 430 |
| antenna | 1 | 2.50 |
| timing repair buffer | 252 | 2520 |
where the power goes:
| group | switching, mW | total (mW) | internal [mW] |
|---|---|---|---|
| clock network | 2.18 | 5.10 | 2.92 |
| registers | 0.0333 | 6.42 | 6.38 |
| logic | 0.753 | 1.21 | 0.459 |
No activity file was given, so power comes from the tool's default toggle rates.
