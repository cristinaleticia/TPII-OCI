==> flow/design.v <==
module ALU (
    input clock,
    input wire [3:0] resultado_alu_control,
    input wire [31:0] valor1,
    input wire [31:0] valor2,
    output reg [31:0] resultado_alu,
    output reg resultado_desvio  
);
    always @(negedge clock) begin
        resultado_desvio <= 0;
        case(resultado_alu_control)
            4'b0000: begin
                resultado_alu <= valor1 & valor2;  
            end
            4'b0001: resultado_alu <= valor1 | valor2;  
            4'b0010: resultado_alu <= valor1 + valor2;  
            4'b0011: resultado_alu <= valor1 << valor2[4:0];  
            4'b0110: begin
            resultado_alu <= valor1 - valor2;  
            if (resultado_alu != 0)  
                resultado_desvio <= 0;
            else 
                resultado_desvio <= 1;
        end
            default: resultado_alu <= 32'b0; 
        endcase
    end
endmodule
==> flow/run.sh <==
#!/bin/bash
# OpenROAD 26Q1-2900-gdf79404cd8, Yosys 0.63+post, stock flow scripts
make -C /OpenROAD-flow-scripts/flow DESIGN_CONFIG=/design/flow/config.mk WORK_HOME=/design/flow/orfs finish
==> flow/config.mk <==
export PLATFORM = sky130hd
export DESIGN_NAME = ALU
export DESIGN_NICKNAME = ALU
export VERILOG_FILES = /design/flow/design.v
export SDC_FILE = /design/flow/constraint.sdc
export NUM_CORES = 4
export LEC_CHECK = 1
export CORE_UTILIZATION = 40
==> flow/constraint.sdc <==
current_design ALU

set clk_period 11.3
set clk_io_pct 0.2

create_clock -name clk0 -period $clk_period [get_ports {clock}]

set non_clock_inputs [all_inputs -no_clocks]
set_input_delay [expr $clk_period * $clk_io_pct] -clock clk0 $non_clock_inputs
set_output_delay [expr $clk_period * $clk_io_pct] -clock clk0 [all_outputs]
==> PnR_summary.wiki <==
=== Physical design figures ===
{| class="wikitable"
! Metric !! Value
|-
| Growth of design area from synthesis to finish || 53.3%
|-
| Syn_area_per_cell || 7.47 um2
|-
| Number of antenna violations at the first check in global routing || 1
|-
| H-Tree Level Count || 2
|-
| Worst-Margin Slew || 721 ps
|-
| Rows || 42
|-
| Die area || 0.0144 mm2
|-
| Count of final max-slew check failures || 0
|-
| FF-to-FF Start || resultado_alu[24]$_DFF_N_
|-
| Effective utilization at floorplan || 0.414
|-
| Proportion of power drawn by combinational gates || 0.546
|-
| Pre-CTS setup slack || -537 ps
|-
| Areal power density over the cells || 93.0 mW/mm2
|-
| Adder-cell share of the synthesized area || 0.124
|-
| HPWL after detailed placement || 19700 um
|-
| Post-synthesis share of cell area spent on xor and xnor gates || 0.0820
|-
| Distinct cell type count after synthesis || 69
|-
| Detail-routed via count per cell || 6.03
|-
| Largest net degree at the start of global routing || 58
|-
| Element type at the critical path end || flip-flop
|-
| Number of sinks driven by the clock tree || 33
|-
| GR Overflow Total || 0
|-
| Most area-consuming cells after synthesis || sky130_fd_sc_hd__dfxtp_1 12%, sky130_fd_sc_hd__ha_1 7.9%, sky130_fd_sc_hd__mux4_2 6.5%
|-
| Seq cells post-synth || 33
|-
| Maximum fanout along the worst path || 7
|-
| Main logic family after synthesis || AND-OR/OR-AND gates
|-
| Worst R2R Setup Slack || 10240 ps
|-
| Maximum vdd drop || 0.0000564 V
|-
| Post-synth top area cell || sky130_fd_sc_hd__dfxtp_1
|-
| Clock root cell || sky130_fd_sc_hd__clkbuf_16
|-
| Die X || 120 um
|-
| Share of synthesized area occupied by flip-flops and latches || 0.119
|-
| Total iterations of the first detailed-routing run || 5
|-
| List of cells traversed by the critical path || clkdlybuf4s50_1, or4_4, nor4_4, buf_4, nand3_1, buf_6, o41ai_2, xor2_1, ha_4, a21oi_2, o21ba_2, o21ai_0, a221oi_1, o21ai_1, buf_4, xnor2_1, o21ai_0
|-
| Deepest clock path buffer count || 2
|-
| Global-route wire length before repair || 38200 um
|-
| Number of flops mapped to enable cells by yosys || 0
|-
| Core region area || 0.0134 mm2
|-
| Hold Crit Depth || 3
|-
| Num CTS Buffers || 5
|-
| Crit path setup slack, layout || 77.7 ps
|-
| Endpoint of the worst-slack reg-to-reg timing path || resultado_desvio$_SDFF_NN0_
|-
| Layout cells sized above 1 || 0.259
|-
| Via count || 7157
|-
| Cell Int Power || 0.481 mW
|-
| Ys flop type || sky130_fd_sc_hd__dfxtp_1
|-
| Clock tree from TritonCTS || built
|-
| Synthesized chip area reported by yosys || 0.00555 mm2
|-
| Residual DRC || 0
|-
| Number of global-route vias before repair || 6992
|-
| Most repeated cell in the gate-level netlist after synthesis || sky130_fd_sc_hd__nand2_1
|-
| Routed length on met3 || 3090 um
|-
| Clock latency on the worst-skew pair || 360 ps
|-
| Final tally of setup violations || 0
|-
| Netlist area before placement || 0.00555 mm2
|-
| Metal2 WL || 10100 um
|-
| Worst min-delay path category || reg -> reg
|-
| Total number of warnings across the stage logs || 62
|-
| Number of hold buffers added after cts || 0
|-
| Highest cell delay on the worst timing path || 580 ps
|-
| Source of the critical timing path || valor2[14]
|-
| Number of cells in the yosys synthesis report || 743
|-
| Proportion of synthesized flip-flops having asynchronous set or reset || 0
|-
| Synth warn || 1
|-
| Portion of netlist area occupied by mux cells || 0.138
|-
| Switch Pwr || 0.310 mW
|-
| Final standard cell utilization of the core || 0.635
|-
| Top layer used by detailed routing || met5
|-
| Clock power frac || 0.284
|-
| Cells on worst reg2reg path || 3
|-
| Worst relative slew slack || 0.518
|-
| Total wire length || 24500 um
|-
| Switching share of total power || 0.392
|-
| Worst EP arrival || 5770 ps
|-
| Standard cell area after detailed placement || 0.00789 mm2
|-
| Setup repair after global routing missed its margin || yes
|-
| Post-synth top area share || 0.119
|-
| Routed length per instance || 20.7 um
|-
| DR iter-0 viols || 555
|-
| Standard cell with the maximum stage delay on the critical path || sky130_fd_sc_hd__or4_4
|-
| Clock input transition at the sequential cells of the worst setup and hold paths || 30 ps
|-
| Portion of total power attributed to sequential cells || 0.170
|-
| Residual antenna-violating net count after detailed routing || 0
|-
| Antenna diode instance count || 0
|-
| Yosys aoi share || 0.277
|-
| Endpoints failing hold || 0
|-
| Max cap viols || 0
|-
| Die y size || 120 um
|-
| Final standard cell area without fillers || 0.00851 mm2
|-
| Outcome || finished, final reports clean
|-
| Fraction of the mapped netlist area in simple logic gates || 0.219
|-
| Crit path launch type || input port
|-
| Critical path required time || 5850 ps
|-
| Number of cells produced by synthesis || 743
|-
| Worst setup skew after layout || 9.40 ps
|-
| Commonest cells post-synth || 77 x sky130_fd_sc_hd__nand2_1, 66 x sky130_fd_sc_hd__a21oi_1, 56 x sky130_fd_sc_hd__nor2_1
|-
| Hold_ws || 553 ps
|-
| Static leakage power || 3.64 nW
|-
| Start-to-end type of the worst setup path || in -> reg
|-
| Total GRT Usage || 0.357
|-
| IO Pins || 102
|-
| Met1 routed wirelength after detailed routing || 10600 um
|-
| Termination of the worst setup path || resultado_alu[28]$_DFF_N_
|-
| Final RePlAce weighted congestion || 1.02
|-
| IO Port Bufs || 101
|}
## worst max-delay path: cells and delay by family
family	cells	cell delay, ps
compound gates	7	1140
buf+inv	4	890
simple gates	3	810
xor+xnor	2	400
fa+ha+maj	1	270
## sequential cells by signal, summed over array words and instances (netlist names)
register / cells
resultado_alu: 32
resultado_desvio: 1
## logic make-up (layout without fill, tap and decap cells)
group | Yosys count | count (layout)
and+or+nand+nor | 246 | 246
DFF | 33 | 33
buffers and inverters | 60 | 328
adders and majority gates | 59 | 59
muxes | 56 | 56
xor gates and xnor gates | 52 | 52
AOI/OAI and AO/OA | 237 | 237
## power groups by stage
stage / logic (mW) / registers, mW / clock network (mW)
CTS: 0.406 / 0.135 / 0.229
global route: 0.464 / 0.136 / 0.246
finish: 0.432 / 0.135 / 0.225
## layout make-up
| class | instances | area (um2) |
|---|---|---|
| clock buffers | 5 | 125 |
| inverters | 15 | 56.3 |
| clock inverters | 36 | 193 |
| flip-flops and latches | 33 | 661 |
| multi-input cells | 650 | 4950 |
| repair buffers | 272 | 2310 |
| well taps | 176 | 220 |
| fillers | 1154 | 4890 |
## how the worst min path moves through the flow
stage	startpoint	to	slack, ps
4_1_cts	resultado_alu[6]$_DFF_N_	resultado_desvio$_SDFF_NN0_	580
5_1_grt	resultado_alu[23]$_DFF_N_	resultado_desvio$_SDFF_NN0_	590
6_report	resultado_alu[6]$_DFF_N_	resultado_desvio$_SDFF_NN0_	550
## what timing repair did
| action | in CTS | in global routing |
|---|---|---|
| resized | 14 | 54 |
| gates cloned | 0 | 0 |
| setup endpoints to repair | 9 | 20 |
| buffers inserted | 1 | 3 |
| pin swaps | 1 | 24 |
## metal layers
layer	GRT usage	vias up
met4	0.0898	4
met1	0.506	3374
met2	0.502	375
met3	0.140	47
li1	-	3357
met5	0.0588	-
## cell usage in the layout, fill, tap and decap left out, types with 4 or more instances in the layout
cell and count:
sky130_fd_sc_hd__mux2i_1 34, sky130_fd_sc_hd__a31oi_1 8, sky130_fd_sc_hd__nor4_1 10, sky130_fd_sc_hd__clkdlybuf4s50_1 97
sky130_fd_sc_hd__mux4_2 16, sky130_fd_sc_hd__inv_1 47, sky130_fd_sc_hd__nand3_1 13, sky130_fd_sc_hd__and3_1 6
sky130_fd_sc_hd__nand2_1 73, sky130_fd_sc_hd__a22oi_1 5, sky130_fd_sc_hd__a221o_1 7, sky130_fd_sc_hd__o21ai_0 36
sky130_fd_sc_hd__o221ai_1 5, sky130_fd_sc_hd__dfxtp_1 33, sky130_fd_sc_hd__nand2b_1 11, sky130_fd_sc_hd__a211oi_1 16
sky130_fd_sc_hd__a21o_1 6, sky130_fd_sc_hd__ha_1 32, sky130_fd_sc_hd__xnor2_1 29, sky130_fd_sc_hd__a21oi_2 11
sky130_fd_sc_hd__nor3_1 11, sky130_fd_sc_hd__nor2_1 52, sky130_fd_sc_hd__clkbuf_16 5, sky130_fd_sc_hd__mux2_2 5
sky130_fd_sc_hd__or3_1 5, sky130_fd_sc_hd__o21ai_1 24, sky130_fd_sc_hd__xor2_1 21, sky130_fd_sc_hd__nor3_2 6
sky130_fd_sc_hd__a21oi_1 54, sky130_fd_sc_hd__maj3_1 23, sky130_fd_sc_hd__o31ai_1 4, sky130_fd_sc_hd__buf_4 168
sky130_fd_sc_hd__nor2b_1 7, sky130_fd_sc_hd__nand4_1 12, sky130_fd_sc_hd__and2_1 10, sky130_fd_sc_hd__o211ai_1 12
sky130_fd_sc_hd__a221oi_1 5
## metrics by stage
stage,power (mW),TNS (ps),instances
detailed placement,0.553,-6150,1143
floorplan,0.347,0,743
global placement,0.552,-5640,1143
global route,0.845,-302,1187
CTS,0.770,0,1184
finish,0.791,0,1187
Power and IR drop assume default switching activity.
