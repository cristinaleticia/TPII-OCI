==> flow/design.v <==
module ImmGen (
    input [31:0] instrucao, 
    input [6:0] opcode,
    output reg [31:0] imm_estendido
);
    always @(instrucao) begin
        case(opcode)
            7'b0010011:  
                imm_estendido = {{20{instrucao[31]}}, instrucao[31:20]}; 
            7'b0000011:   
                imm_estendido = {{20{instrucao[31]}}, instrucao[31:20]}; 
            7'b0100011:   
                imm_estendido = {{20{instrucao[31]}}, instrucao[31:25], instrucao[11:7]}; 
            7'b1100011:   
                imm_estendido = {{19{instrucao[31]}}, instrucao[7], instrucao[30:25], instrucao[11:8], 1'b0}; 
            default:     imm_estendido = 32'b0;  
        endcase
    end
endmodule
==> flow/run.sh <==
#!/bin/bash
# OpenROAD 26Q1-2900-gdf79404cd8, Yosys 0.63+post, stock flow scripts
make -C /OpenROAD-flow-scripts/flow DESIGN_CONFIG=/design/flow/config.mk WORK_HOME=/design/flow/orfs finish
==> flow/config.mk <==
export PLATFORM = sky130hd
export DESIGN_NAME = ImmGen
export DESIGN_NICKNAME = ImmGen
export VERILOG_FILES = /design/flow/design.v
export SDC_FILE = /design/flow/constraint.sdc
export NUM_CORES = 4
export LEC_CHECK = 1
export CORE_AREA = 10 10 70 70
export DIE_AREA = 0 0 80 80
==> flow/constraint.sdc <==
current_design ImmGen

set clk_period 1.5
set clk_io_pct 0.2

create_clock -name clk0 -period $clk_period

set non_clock_inputs [all_inputs -no_clocks]
set_input_delay [expr $clk_period * $clk_io_pct] -clock clk0 $non_clock_inputs
set_output_delay [expr $clk_period * $clk_io_pct] -clock clk0 [all_outputs]
==> Flow_metrics.wiki <==
== Metrics ==
{| class="wikitable"
! Metric !! Value
|-
| Slew Viols, Final || 0
|-
| Filler cell count in the final layout || 340
|-
| Slowest stage cell, crit path || sky130_fd_sc_hd__and4bb_4
|-
| Wire length per cell || 13.4 um
|-
| Final design instance area without fill || roughly 1100 sq um
|-
| Die ar. || 6400 sq um
|-
| Net switching power || 39.8 uW
|-
| Final worst hold slack || 1010 ps
|-
| Die H || 80 um
|-
| Router iterations before antenna repair || 4
|-
| Chip area in the Yosys report || 350 sq um
|-
| Cts hold-fix bufs || 0
|-
| Internal || 100 uW
|-
| Highest-count logic cell in the final layout || sky130_fd_sc_hd__buf_6
|-
| Total wire length || 1980 um
|-
| Worst setup path category || input pin to output port
|-
| Leakage power || 0.503 nW
|-
| # port buffers || between 50 and 60
|-
| Highest attainable clock frequency || 623 MHz
|-
| Synthesized netlist cell count || 44
|-
| Cell with the most instances on the worst path || sky130_fd_sc_hd__buf_6
|-
| Cells after DPL || 136
|-
| Fraction of final layout cells sized beyond drive strength 1 || 68.3%
|-
| Final clock period utilization by the worst path || 107%
|-
| PwrDens || 129 nW/um^2
|-
| Initial antenna violation count || 0
|-
| Ordered cell list for the critical path || buf_6, and4bb_4, buf_6, and2_4, buf_6, a22o_4, buf_6
|-
| Wire length of the first global-routing pass || ~3200 um
|-
| Vias || around 530
|-
| Required time of the worst setup path || 1200 ps
|-
| Flop area || 0 sq um
|-
| Initial core utilization || 10.3%
|-
| Layout overhead on the synthesized area || 209%
|-
| Critical path origin || opcode[1]
|-
| Sw Ratio || 28.4%
|-
| Final setup violating endpoints || 28
|-
| Synth warn || 1
|-
| Clock Buffer Count || 0
|-
| Seq share, synth || 0%
|-
| Maximum fanout along the worst path || 3
|-
| Minimum clock period after layout || 1600 ps
|-
| Antenna diode count || 0
|-
| Tally of non-filler cells in the final layout || 147
|-
| Worst setup EP type || output port
|-
| Tally of unique sky130hd cells used after synthesis || 16
|-
| CP startpoint kind || input pin
|-
| # Cells Yosys || 44
|-
| Maximum number of pins on one net before global-route repair || 7
|-
| Worst hold stages || 4
|-
| GRT Total Usage || between 6 and 7%
|-
| Post-synth design cell area || about 350 sq um
|-
| Via count of the first global-routing pass || about 620
|-
| PnR worst setup slack || -105 ps
|-
| Antenna-violating nets left || 0
|-
| Number of ports placed on the die boundary || 71
|-
| Post-detailed-placement half-perimeter wirelength || 1450 um
|-
| Final weighted congestion in routability-driven placement || 0.793
|-
| Worst Hold End || imm_estendido[11]
|-
| Hold violation count in the final report || 0
|-
| Data arrival time of the critical path || 1300 ps
|-
| Number of DRC violations after detailed-routing iteration 0 || 16
|-
| Count of warning messages emitted by the tools || between 40 and 50
|-
| Beginning of the worst hold path || opcode[4]
|-
| Highest cell delay on the worst timing path || between 200 and 250 ps
|-
| Worst hold path type || input pin to output port
|-
| Horizontal die dimension || 80 um
|-
| Vias per std cell || 3.63
|-
| Transition time at the pin with the least slew margin || 183 ps
|-
| Remaining routing DRC violations || 0
|-
| Cell class contributing the biggest share of worst-path delay || buffers and inverters
|-
| Worst Setup Slack post-DPL || -709 ps
|-
| Dpl cell area || 913 sq um
|-
| Residual overflow from global routing || 0
|-
| Share of power burned in the clock network || 0%
|-
| Mean instance size in the synthesized netlist || 7.96 sq um
|-
| Number of sequential cells || 0
|-
| Worst slew slack as a fraction of its limit || 87.8%
|-
| Buffer-and-inverter tally for the worst setup path || 4
|-
| Run status || complete, but fails checks
|-
| Maximum capacitance violations || 0
|-
| Violated checks || negative setup slack
|-
| Sequential cell fraction of total power || 0%
|-
| Combinational Power Share || 100.0%
|-
| Commonest non-fill, non-tap cells in the layout || sky130_fd_sc_hd__buf_6, sky130_fd_sc_hd__clkdlybuf4s50_1, sky130_fd_sc_hd__buf_2, sky130_fd_sc_hd__buf_4, sky130_fd_sc_hd__nor2b_1
|-
| Std cell rows || 21
|-
| Core area || 3420 sq um
|-
| Peak supply drop || between 0.02 and 0.03 mV
|-
| RSZ-0062 raised after global routing || yes
|}
-- cell families after synthesis --
| group | Yosys count | synth area share [%] |
|---|---|---|
| AND/OR/NAND/NOR | 19 | 44.3 |
| buffers and inverters | 18 | 38.6 |
| AND-OR/OR-AND | 7 | 17.1 |
-- how the worst max path moves through the flow --
stage | end | cells past startpoint
5_1_grt | imm_estendido[15] | 7
4_1_cts | imm_estendido[12] | 10
6_report | imm_estendido[3] | 7
-- worst min-delay path, delay by kind of cell --
family / cells / cell delay, ps
buf+inv: 2 / 210
simple gates: 2 / 200
-- per-layer routing --
layer	wire (um)	vias to the layer above	GRT usage, %
met5	0	-	0
met1	871	240	8.25
met4	0	0	0
met3	276	0	2.84
li1	-	250	-
met2	830	44	9.23
-- power by group through the flow --
stage / logic (mW) / clock network (mW) / registers (mW)
CTS: 0.143 / 0 / 0
global route: 0.150 / 0 / 0
finish: 0.140 / 0 / 0
-- metrics by stage --
stage | power, mW | TNS, ps | util (%)
2_1_floorplan | 0.0289 | 0 | -
3_3_place_gp | 0.122 | -22120 | 26.7
3_5_place_dp | 0.123 | -22080 | 26.7
4_1_cts | 0.143 | -5880 | 34.1
5_1_grt | 0.150 | -3610 | 31.7
6_report | 0.140 | -1880 | 31.7
-- area by class of cell --
cell class / instances / area [sq um] / area share (%)
multi-input cells: 26 / 284 / 26.2
well taps: 46 / 57.6 / 5.31
repair buffers: 75 / 742 / 68.5
-- cell usage after synthesis --
library cell / instances / share of area, %
sky130_fd_sc_hd__buf_4: 18 / 39
sky130_fd_sc_hd__nor2b_1: 9 / 16
sky130_fd_sc_hd__a22o_2: 4 / 11
sky130_fd_sc_hd__a21oi_1: 1 / 1.4
sky130_fd_sc_hd__a31oi_1: 1 / 1.8
sky130_fd_sc_hd__and2_4: 1 / 2.5
sky130_fd_sc_hd__and2b_4: 1 / 2.9
sky130_fd_sc_hd__and3_1: 1 / 1.8
sky130_fd_sc_hd__and4bb_4: 1 / 4.6
sky130_fd_sc_hd__nand2_1: 1 / 1.1
sky130_fd_sc_hd__nand4bb_4: 1 / 7.9
sky130_fd_sc_hd__nor2_1: 1 / 1.1
sky130_fd_sc_hd__nor3_1: 1 / 1.4
sky130_fd_sc_hd__nor3_2: 1 / 2.9
sky130_fd_sc_hd__nor3b_1: 1 / 2.1
sky130_fd_sc_hd__o21ai_2: 1 / 2.5
-- what timing repair did --
action | 4_1_cts | 5_1_grt
setup buffers | 16 | 1
cloned | 3 | 0
endpoints found under the setup margin | 32 | 31
pin swaps | 9 | 8
gates resized | 155 | 11
Power figures rest on the tool's default switching activity, not on a simulated workload.
